## /design/flow/run.sh

```bash
#!/bin/bash
# OpenROAD 26Q1-2900-gdf79404cd8, Yosys 0.63+post, stock flow scripts
make -C /OpenROAD-flow-scripts/flow DESIGN_CONFIG=/design/flow/config.mk WORK_HOME=/design/flow/orfs finish
```

## /design/flow/config.mk

```make
export PLATFORM = sky130hd
export DESIGN_NAME = lb_counter5Bits
export DESIGN_NICKNAME = lb_counter5Bits
export VERILOG_FILES = /design/flow/design.v
export SDC_FILE = /design/flow/constraint.sdc
export NUM_CORES = 4
export LEC_CHECK = 1
export CORE_AREA = 10 10 70 70
export DIE_AREA = 0 0 80 80
```

## /design/flow/constraint.sdc

```tcl
current_design lb_counter5Bits

set clk_period 2.6
set clk_io_pct 0.2

create_clock -name clk0 -period $clk_period [get_ports {clk}]

set non_clock_inputs [all_inputs -no_clocks]
set_input_delay [expr $clk_period * $clk_io_pct] -clock clk0 $non_clock_inputs
set_output_delay [expr $clk_period * $clk_io_pct] -clock clk0 [all_outputs]
```

## /design/flow/design.v

```verilog
`timescale 1ns / 1ps
module lb_counter5Bits(
    input clk,
	input reset,
	input inc,
	input [N-1:0] value,
	output wire done
    );
	localparam N = 4;
	reg [N-1:0] n_bits;
	reg [N-1:0] cont;
	wire [N-1:0] n_cont;
	assign n_cont = (inc) ? ((done) ? 0 : (cont+1)) : cont;
	assign done = (cont==n_bits) ? 1 : 0;
	always @(posedge clk, negedge reset)
		if(!reset) begin 
			cont <= 0; 
			n_bits <= value;
		end
		else cont <= n_cont;
endmodule
```

==> flow.log <==
[flow] summary of implementation run
[metrics] post-detailed-placement half-perimeter wirelength: 512 um
[metrics] top cells by area: sky130_fd_sc_hd__dfrtp_1, sky130_fd_sc_hd__dlxtn_1, sky130_fd_sc_hd__xor2_1, sky130_fd_sc_hd__nor4_4, sky130_fd_sc_hd__ha_1
[metrics] max-slew violation count: 0
[metrics] number of cells in Yosys stat: 30
[metrics] antenna violations before repair: 0
[metrics] DRT Pass-1 Iters: 4
[metrics] min-delay worst type: input port to asynchronous set/reset pin
[metrics] Cell variety after synth: 16
[metrics] Worst Setup Path Type: register to primary output
[metrics] DRC Markers: 0
[metrics] total of warnings raised by yosys: 2
[metrics] number of max-cap violations: 0
[metrics] TNS Setup: 0 ps
[metrics] share of cells above drive strength 1: 10.3%
[metrics] remaining antenna violation count: 0
[metrics] remaining global-route overflow: 0
[metrics] slew of the pin with the lowest slew margin: 354 ps
[metrics] Std-Cell Core Area: 0.00342 sq mm
[metrics] CP arrival: 1760 ps
[metrics] clock-pin slew on the worst setup and hold paths: 40 ps
[metrics] TritonCTS Buffers: 3
[metrics] static leakage power: 0.196 nW
[metrics] number of register pins that no clock reaches: 4
[metrics] number of buffers inserted for hold repair after clock tree synthesis: 0
[metrics] count of flip-flops with a built-in enable after synthesis: 0
[metrics] flip-flop and latch count after synthesis: 8
[metrics] Largest type area fraction: 31.6%
[metrics] minimum clock period after layout: 2280 ps
[metrics] Clk Tree Root Cell: sky130_fd_sc_hd__clkbuf_4
[metrics] Setup Viol. Count Final: 0
[metrics] CP Capture Type: primary output
[metrics] ys flop type: sky130_fd_sc_hd__dlxtn_1
[metrics] PostCTS Resize Cnt: 0
[metrics] average vias per placed instance: 2.68
[metrics] number of global-route vias before repair: 244
[metrics] global-route wire length before repair: 1120 um
[metrics] CTS tree: done
[metrics] top-level port count: 8
[metrics] pwr/cell area: 683 mW/mm^2
[metrics] average footprint of a synthesized cell: 10.6 sq um
[metrics] RSZ-0062 raised after global routing: no
[metrics] post-synthesis to final-layout area growth: 46.2%
[metrics] Util after Layout: 13.6%
[metrics] violation tally from detailed-route iteration zero: 1
[metrics] total number of warnings across the stage logs: 25
[metrics] yosys synthesis chip area: 317 sq um
[metrics] number of inserted diodes: 0
[metrics] overall global routing resource usage: 2.11%
[metrics] cell type with the highest aggregate area in the netlist: sky130_fd_sc_hd__dfrtp_1
[metrics] count of buffers from port buffering: 7
[metrics] worst-path maximum fanout: 5
[metrics] num rows: 21
[metrics] startpoint class of the critical path: register
[metrics] Post-Synthesis Cells: 30
[metrics] fillers: 402
[metrics] Req. time, crit path: 2080 ps
[metrics] total via count in the routed design: 228
[metrics] pin count of the biggest net entering global routing: 10
[metrics] result of the run: completed
[metrics] count of endpoints without a timing constraint: 4
[metrics] clk latency late pin: 230 ps
[metrics] number of buffers added for setup after CTS: 0
[metrics] maximum clock frequency: 439 MHz
[metrics] area of the chip: 0.00640 sq mm
[metrics] Tcrit/Tclk final: 87.5%
[metrics] routability congestion estimate: 0.737
[metrics] CTS Buffer Depth: 2
[metrics] worst clock skew: 5.09 ps
[metrics] maximum vdd ir drop: 0.244 mV
[metrics] routed length per instance: 7.34 um
[metrics] remaining max-slew budget at the tightest pin: 76.2%
[metrics] Die X: 80 um
[metrics] number of hold violations in the final report: 0
[metrics] ranking of synthesized cells by instance count: sky130_fd_sc_hd__dfrtp_1, sky130_fd_sc_hd__dlxtn_1, sky130_fd_sc_hd__xor2_1
[metrics] y dimension of the die: 80 um
[metrics] Hold WS: 541 ps
[metrics] wirelength, routed: 624 um
[metrics] Floorplan Utilization: 9.27%
[metrics] synthesized area: 317 sq um
[metrics] H-Tree Level Count: 1
[metrics] Async S/R FF share, synth: 50.0%
-- cells in the final DEF (no fill, tap or decap) --
cell type                         n
sky130_fd_sc_hd__a21o_1           1
sky130_fd_sc_hd__mux2i_1          1
sky130_fd_sc_hd__nand3_1          2
sky130_fd_sc_hd__inv_1            2
sky130_fd_sc_hd__xor2_1           4
sky130_fd_sc_hd__ha_1             1
sky130_fd_sc_hd__nand2b_1         2
sky130_fd_sc_hd__dfrtp_1          4
sky130_fd_sc_hd__dlxtn_1          4
sky130_fd_sc_hd__a21oi_1          1
sky130_fd_sc_hd__o22ai_1          2
sky130_fd_sc_hd__nand2_1          2
sky130_fd_sc_hd__clkdlybuf4s50_1  7
sky130_fd_sc_hd__o21ai_1          1
sky130_fd_sc_hd__nor4_4           1
sky130_fd_sc_hd__clkbuf_4         3
sky130_fd_sc_hd__nor2b_1          1
-- cell type report --
type                    count  area (sq um)  share of cell area, %
flip-flops and latches      8           160                   34.6
multi-input cells          19           145                   31.4
repair buffers              7          70.1                   15.1
well taps                  46          57.6                   12.4
clock buffers               3          22.5                   4.86
inverters                   2          7.51                   1.62
-- where the power goes --
part / switching [W] / internal (W) / leakage [nW]
clock network: 0.0000235 / 0.0000515 / 0.0138
logic: 0.0000581 / 0.0000612 / 0.104
registers: 0.0000299 / 0.0000921 / 0.0783
-- kinds of logic (layout without fill, tap and decap cells) --
kind of cell             Yosys count  after routing  synth area share (%)
AND/OR/NAND/NOR                    8              8                  18.2
XOR/XNOR                           4              4                  11.1
flip-flops                         4              4                  31.6
buffers and inverters              3             12                  3.56
multiplexers                       1              1                  3.16
latches                            4              4                  19.0
AND-OR/OR-AND                      5              5                  9.48
adder cells (fa/ha/maj)            1              1                  3.95
-- flip-flops by register name, indices dropped and copies added, names as in the netlist --
signal and flops:
cont 4, n_bits 4
-- layer usage --
metal | track usage, % | share of wire [%] | wire [um] | vias up
li1 | - | - | - | 120
met1 | 2.61 | 45 | 282 | 104
met2 | 3.13 | 49 | 305 | 2
met3 | 0.909 | 3.7 | 23 | 2
met4 | 0.880 | 1.9 | 12 | 0
met5 | 0 | 0 | 0 | -
-- critical path, stage by stage, from the launching register on --
cell                              delay (ps)
sky130_fd_sc_hd__dfrtp_1                 400
sky130_fd_sc_hd__xor2_1                  180
sky130_fd_sc_hd__nor4_4                  410
sky130_fd_sc_hd__clkdlybuf4s50_1         540
-- metrics by stage --
step	std cells	area, sq um	power [W]	setup slack, ps
after floorplan	30	317	0.000208	1200
after global placement	82	440	0.000239	595
after detailed placement	82	440	0.000243	564
after CTS	85	463	0.000324	309
after global routing	85	463	0.000343	247
final	85	463	0.000316	324
-- final timing paths --
path | from | endpoint | slack (ps) | cells past startpoint
worst min register to register | cont[0] | cont[0] | 590 | 2
worst max-delay path | cont[1] | done | 320 | 3
min in group clk0 | cont[0] | cont[0] | 590 | 2
worst min-delay path | reset | cont[2] | 540 | 1
worst max register to register | cont[1] | cont[1] | 1320 | 3
max in group asynchronous | reset | cont[1] | 1830 | 1
Power figures rest on the tool's default switching activity, not on a simulated workload.
