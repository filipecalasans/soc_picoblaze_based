File: flow/design.v
`timescale 1ns / 1ps
module lb_debounce(
    input clk,			 
    input sw,	 
	input reset,
    output reg db		 
    );
localparam [2:0]
			ZERO	= 3'b000,
			WAIT1_1 = 3'b001,
			WAIT1_2 = 3'b010,
			WAIT1_3 = 3'b011,
			ONE		= 3'b100,
			WAIT0_1 = 3'b101,
			WAIT0_2 = 3'b110,
			WAIT0_3 = 3'b111;
localparam N = 20;
reg [N-1:0] q_reg;
wire [N-1:0] q_next;
wire m_tick;
reg [2:0] state_reg, state_next;
reg output_next;
reg output_reg;
always @(posedge clk or negedge reset)
	if(!reset)
		q_reg <= 0;
	else
		q_reg <= q_next;
assign q_next = (q_reg==999999) ? 1'b0 : (q_reg + 1);
assign m_tick = (q_reg==0) ? 1'b1 : 1'b0;
always @(posedge clk or negedge reset) begin
	if(!reset) begin
		state_reg <= 1'b0;
		output_reg <= 1'b0;
	end
	else begin 
		state_reg <= state_next;
		output_reg <= output_next;
	end
end
always @ (*)
	begin
		db = output_reg;
		state_next = state_reg;  
		output_next = 1'b0; 	   
		case (state_reg)
			ZERO:
				if(sw) 
					state_next = WAIT1_1;
			WAIT1_1:
				if(~sw)
					state_next = ZERO;
				else 
					if(m_tick)
						state_next = WAIT1_2;
			WAIT1_2: 
				if(~sw)
					state_next = ZERO;
				else
					if(m_tick)
						state_next = WAIT1_3;
			WAIT1_3:
				if(~sw)
					state_next = ZERO;
				else
					if(m_tick)
						state_next = ONE;
			ONE:
				begin
					output_next = 1'b1;
					if(~sw)
						state_next = WAIT0_1;
				end
			WAIT0_1:
				begin
					output_next = 1'b1;
					if(sw)
						state_next = ONE;
					else
						if(m_tick)
							state_next = WAIT0_2;
				end
			WAIT0_2:
				begin
					output_next = 1'b1;
					if(sw)
						state_next = ONE;
					else
						if(m_tick)
							state_next = WAIT0_3;
				end
			WAIT0_3:
				begin
					output_next = 1'b1;
					if(sw)
						state_next = ONE;
					else
						if(m_tick)
							state_next = ZERO;
				end
			default: begin
				state_next = ZERO;
				end
		endcase
	end
endmodule
File: flow/run.sh
#!/bin/bash
# OpenROAD 26Q1-2900-gdf79404cd8, Yosys 0.63+post, stock flow scripts
make -C /OpenROAD-flow-scripts/flow DESIGN_CONFIG=/design/flow/config.mk WORK_HOME=/design/flow/orfs finish
File: flow/config.mk
export PLATFORM = sky130hd
export DESIGN_NAME = lb_debounce
export DESIGN_NICKNAME = lb_debounce
export VERILOG_FILES = /design/flow/design.v
export SDC_FILE = /design/flow/constraint.sdc
export NUM_CORES = 4
export LEC_CHECK = 1
export CORE_AREA = 10 10 104 104
export DIE_AREA = 0 0 114 114
File: flow/constraint.sdc
current_design lb_debounce

set clk_period 3.4
set clk_io_pct 0.2

create_clock -name clk0 -period $clk_period [get_ports {clk}]

set non_clock_inputs [all_inputs -no_clocks]
set_input_delay [expr $clk_period * $clk_io_pct] -clock clk0 $non_clock_inputs
set_output_delay [expr $clk_period * $clk_io_pct] -clock clk0 [all_outputs]
==> reports/metrics.yaml <==
timing.setup.tns_ns: 0
die_x_um: 114
crit_path_cell_trace: "ha_1 > nand3_1 > or4_4 > or3_1 > a21oi_1"
via_count: 946
cp-end-kind: "flip-flop"
ff2ff_path_depth: 5
postCtsSetupBuffers: 0
htree_levels: 2
hold_class: "flip-flop to flip-flop"
clockBufferDepth: 2
grt-ovfl-total: 0
portBuffers: 3
grt_pass1_vias: 944
ys_sh_mux_pct: 3.64
finalCritPeriodShare_pct: 57.9
p_per_area_mw_per_mm2: 399
wire_per_inst_um: 9.92
rows: 34
min_from: "state_reg[5]"
drv_cap: 0
topCombFamilyByArea: "simple AND/OR/NAND/NOR gates"
p_leak_nw: 0.665
fmax_ghz: 0.508
async_flop_share_pct: 100
drc: 0
rsz0062_at_grt: "false"
clkSlewWorstSetupHoldPaths_ns: 0.07
cts-root-buf: "clkbuf_8"
regToRegStartpoint: "q_reg[0]"
ir_drop_v: 0.000213
ant_nets: 0
finClkSkew_ns: 0.00947
grt_usage_pct: 3.92
core_mm2: 0.00868
fin_area_mm2: 0.00162
dr.pass1.iters: 4
antenna_found_initial: 0
post-route-min-period_ns: 1.97
slew_viol_final: 0
startpoint_type: "flip-flop"
ys_warn_count: 1
slew_headroom_pct: 57.7
grt_pass1_wl_um: 4400
placed_area_mm2: 0.00154
die.size.y_um: 114
edf_count: 0
ys_sh_adder_pct: 1.82
synthCells: 129
critPathMaxStageDelay_ns: 0.57
worstMarginPinSlew_ns: 0.629
ios: 4
path_delay_family: "simple AND/OR/NAND/NOR gates"
holdPathEnd: "output_reg"
crit_arrival_ns: 2.18
crit_required_ns: 3.61
clkSinkCount: 29
hold_violations: 0
fp-utilization_pct: 15.8
worstPathMaxFanout: 6
syn_area_mm2: 0.00137
drt_wl_total_um: 2450
xor_share_pct: 8.29
grt_max_degree: 30
cts-hold-fix-buffers: 0
largest_register_ffs: 20
synth_cell_types: 31
area_growth_pct: 17.9
cts_buffers: 5
n_fill_cell: 983
ys_sh_simple_pct: 26.8
avgSynthCellArea_um2: 10.6
avgViaCountPerCell: 3.83
numSynthFlops: 29
worstSkewPairLatency_ns: 0.28
critPathBufInv: 0
drt_iter0_drc: 58
ys_cells: 129
setup_viol: 0
dieArea_mm2: 0.0130
warnings: 26
flop_cell: "dfrtp_1"
layout-drive-gt1-share_pct: 10.8
diodes: 0
dp.final_hpwl_um: 1710
synthAoiAreaFrac_pct: 4.01
rrSetupSlack_ns: 1.43
holdWs_ns: 0.500
ys_seq_share_pct: 52.9
crit_slowest_cell: "or4_4"
place_congestion: 0.846
reg2reg_to: "q_reg[18]"
cts_resized: 0
synth-area-yosys_mm2: 0.00137
cts_tree: "yes"
min_path_cells: 1
status: "completed"
crit_type: "flip-flop to flip-flop"
-- layer usage --
metal / GRT usage [%] / share of wire, %
met5: 0 / 0
met4: 0.835 / 1.2
met3: 1.17 / 3.8
met2: 5.66 / 44
met1: 5.69 / 51
-- placed cells by master, fill, tap and decap left out --
master,count
dfrtp_1,28
nor2_1,12
nand2_1,8
nor4_1,8
nand3_1,7
inv_1,7
xnor2_1,7
xor2_1,6
nand4_1,5
and3_1,5
mux2i_1,5
clkbuf_8,5
nand2b_1,4
o21ai_0,3
nor3_1,3
clkdlybuf4s50_1,3
a21oi_1,2
nor2b_1,2
o22ai_1,2
ha_1,2
clkinv_2,2
nand4_4,1
or4_4,1
or3_1,1
and3_2,1
or2_2,1
or4_2,1
or4_1,1
nor4b_4,1
o2bb2ai_1,1
a22o_1,1
clkbuf_1,1
buf_4,1
dfstp_2,1
-- logic make-up (layout without fill, tap and decap cells) --
group,Yosys count,count (layout)
AOI/OAI and AO/OA,9,9
xor gates and xnor gates,13,13
adders and majority gates,2,2
buffers and inverters,9,19
DFF,29,29
muxes,5,5
and+or+nand+nor,62,62
-- layout make-up --
cell class	instances	area [um2]	area share [%]
multi-input cells	91	612	37.8
well taps	108	135	8.34
inverters	7	26.3	1.62
clock inverters	2	10.0	0.618
clock buffers	6	72.6	4.48
repair buffers	4	37.5	2.32
flip-flops and latches	29	727	44.9
-- metrics by stage --
| step | util (%) | instances | setup WS (ns) | total power, mW |
|---|---|---|---|---|
| after CTS | 18.7 | 247 | 1.43 | 0.657 |
| after detailed placement | 17.7 | 239 | 1.44 | 0.389 |
| final | 18.7 | 247 | 1.43 | 0.647 |
| after floorplan | - | 129 | 1.61 | 0.372 |
| after global routing | 18.7 | 247 | 1.28 | 0.674 |
| after global placement | 17.7 | 239 | 1.43 | 0.389 |
-- power breakdown --
group / internal [mW] / switching, mW
Clock: 0.141 / 0.124
Combinational: 0.0120 / 0.0124
Sequential: 0.354 / 0.00334
Total: 0.507 / 0.139
-- Yosys cell counts (all sizes together), types with 2 or more instances --
| cell | number | area [um2] |
|---|---|---|
| a21oi | 2 | 10.0 |
| nand2 | 8 | 30.0 |
| ha | 2 | 25.0 |
| nand2b | 4 | 25.0 |
| inv | 7 | 26.3 |
| nor2 | 12 | 45.0 |
| nor3 | 3 | 15.0 |
| nand3 | 7 | 35.0 |
| xor2 | 6 | 52.6 |
| nor2b | 2 | 12.5 |
| nor4 | 8 | 50.1 |
| nand4 | 6 | 52.6 |
| o21ai | 3 | 15.0 |
| mux2i | 5 | 50.1 |
| dfrtp | 28 | 701 |
| o22ai | 2 | 12.5 |
| or4 | 3 | 27.5 |
| and3 | 6 | 38.8 |
| xnor2 | 7 | 61.3 |
-- worst max path at each step --
stage / to / start / depth (start not counted) / slack, ns
after global routing: state_reg[4] / q_reg[9] / 4 / 1.28
final: q_reg[18] / q_reg[0] / 5 / 1.43
after CTS: q_reg[18] / q_reg[0] / 5 / 1.43
Power is estimated from default activity; no workload was simulated.
